**design.v**
```verilog
module uart_loop (
    input clk,
    input rst_n,
	output rx_rden,
	input [7:0] rx_rdata,
	input rx_fifo_full,
	input rx_fifo_dvalid,
	input rx_fifo_overrun,
	input rx_fifo_underrun,
	output [7:0] tx_wdata,
	output reg tx_wten,
	input tx_fifo_full,
	input tx_fifo_overrun,
	input tx_fifo_underrun
);
assign rx_rden = rx_fifo_dvalid;
reg [7:0] rx_data_l;
always @ (posedge clk or negedge rst_n) begin
    if (~rst_n)
        rx_data_l <= 8'd0 ;
    else if (rx_fifo_dvalid)
        rx_data_l <= rx_rdata ;
end
always @ (posedge clk or negedge rst_n) begin
    if (~rst_n)
        tx_wten <= 1'b0 ;
    else
        tx_wten <= rx_fifo_dvalid ;
end
assign tx_wdata = rx_data_l;
endmodule
```
**run.sh**
```bash
#!/bin/bash
# OpenROAD 26Q1-2900-gdf79404cd8, Yosys 0.63+post, stock flow scripts
make -C /OpenROAD-flow-scripts/flow DESIGN_CONFIG=/design/flow/config.mk WORK_HOME=/design/flow/orfs finish
```
**config.mk**
```make
export PLATFORM = sky130hd
export DESIGN_NAME = uart_loop
export DESIGN_NICKNAME = uart_loop
export VERILOG_FILES = /design/flow/design.v
export SDC_FILE = /design/flow/constraint.sdc
export NUM_CORES = 4
export LEC_CHECK = 1
export CORE_AREA = 10 10 70 70
export DIE_AREA = 0 0 80 80
```
**constraint.sdc**
```tcl
current_design uart_loop

set clk_period 1.5
set clk_io_pct 0.2

create_clock -name clk0 -period $clk_period [get_ports {clk}]

set non_clock_inputs [all_inputs -no_clocks]
set_input_delay [expr $clk_period * $clk_io_pct] -clock clk0 $non_clock_inputs
set_output_delay [expr $clk_period * $clk_io_pct] -clock clk0 [all_outputs]
```
==> README.md <==
| Quantity | Reported | Unit |
|---|---|---|
| Status | finished clean | - |
| Ys flop type | sky130_fd_sc_hd__dfrtp_1 | - |
| Post-layout worst setup margin | 0.105 | ns |
| Last weighted congestion value of the routability-driven placer | 0.741 | - |
| Antenna violations before repair | 0 | - |
| Warnings, synthesis | 1 | - |
| Sum of routed wire length over all layers | 973 | µm |
| Clock root buffer | sky130_fd_sc_hd__clkbuf_4 | - |
| Antenna diode count | 0 | - |
| DP Worst Slack | -0.0396 | ns |
| Worst skew pair latency | 0.25 | ns |
| Clk slew on worst S/H paths | 0.06 | ns |
| Number of warnings in the stage logs | 34 | - |
| Synth Seq Share | 61.9 | % |
| Filler instances | 376 | - |
| Min Clock Period, post-route | 1.39 | ns |
| Post-synthesis cell count | 19 | - |
| Cell count along the critical path | 1 | - |
| Largest net degree at the start of global routing | 10 | - |
| Leakage power | 0.000270 | µW |
| Post-synth design cell area | 364 | µm² |
| Share of flip-flops with an asynchronous set or reset | 100 | % |
| Unique masters post-synth | 4 | - |
| Ratio of cells with drive above 1 in the final layout | 28.6 | % |
| Worst-margin pin slew | 0.430 | ns |
| Count of final max-slew check failures | 0 | - |
| Number of iterations in the first detailed-routing pass | 2 | - |
| Worst path arrival time | 1.09 | ns |
| Number of register bits inferred by synthesis | 9 | - |
| Setup-failing EPs final | 0 | - |
| Area leader share | 61.9 | % |
| Setup_tns | 0 | ns |
| Count of buffer and inverter cells on the critical path | 1 | - |
| TritonCTS clock tree | yes | - |
| Share of the clock period used by the worst path after layout | 93.0 | % |
| Critical setup path kind | reg2out | - |
| Highest fanout seen on the critical path | 2 | - |
| Clock Sinks | 9 | - |
| Cell count after placement | 84 | - |
| Core utilization at floorplan | 10.7 | % |
| Gr usage total | 3.27 | % |
| Number of vias per cell after detailed routing | 2.70 | - |
| First-iteration detailed-routing DRC count | 14 | - |
| Core area | 3420 | µm² |
| Number of cells in Yosys stat | 19 | - |
| Worst slew margin relative to its limit | 71.2 | % |
| I/O Buffers | 20 | - |
| Worst hold path type | in2async | - |
| Residual overflow from global routing | 0 | - |
| Die area | 6400 | µm² |
| Die X-Extent | 80 | µm |
| Die y size | 80 | µm |
| Share of total power in the clock network | 32.2 | % |
| Critical path endpoint category | output pin | - |
| Post-synthesis cell type with the largest instance count | sky130_fd_sc_hd__dfrtp_1 | - |
| Post-synthesis area per instance | 19.2 | µm² |
| Global-route wire length before repair | 1.56 | mm |
| Worst-path cell with the longest stage delay | sky130_fd_sc_hd__clkdlybuf4s50_1 | - |
| Maximum vdd drop | 401 | µV |
| Total via count in the routed design | 238 | - |
| Post-route clock skew | 0 | ns |
| Switching share of power | 20.7 | % |
| Clock buffer count from CTS | 3 | - |
| Leading post-synthesis cells by instance count | sky130_fd_sc_hd__dfrtp_1, sky130_fd_sc_hd__mux2_4, sky130_fd_sc_hd__buf_4, sky130_fd_sc_hd__buf_6 | - |
| Seq pwr share | 47.7 | % |
| Post-synth top area cell | sky130_fd_sc_hd__dfrtp_1 | - |
| Top delay family on crit path | buffers and inverters | - |
| Net Sw Power | 121 | µW |
| CTS Buffer Depth | 2 | - |
| Hold slack | 0.346 | ns |
| Largest cells by area | sky130_fd_sc_hd__dfrtp_1, sky130_fd_sc_hd__mux2_4, sky130_fd_sc_hd__buf_6 | - |
| Count of unresolved DRC violations after routing | 0 | - |
| Count of max-cap constraint violations | 0 | - |
| Post-synth EDFFs | 0 | - |
| Mean routed wirelength per cell | 11.1 | µm |
| Number of hold violations in the final report | 0 | - |
| Data required time at the worst endpoint | 1.20 | ns |
| Chip area estimate from yosys synthesis | 364 | µm² |
| Pwr/cell area | 917 | nW/µm² |
| Post-route insts no fill | 88 | - |
| Critical path, cell by cell | clkdlybuf4s50_1 | - |
| Worst Reg-to-Reg Cells | 1 | - |
| Via count of the first global-routing pass | 292 | - |
| Htree depth | 1 | - |
| Int Pwr | 462 | µW |
| Worst stage delay on the critical path | 0.48 | ns |
| Growth of design area from synthesis to finish | 74.6 | % |
| RSZ-0062 raised after global routing | no | - |
| IO Count | 27 | - |
| Startpoint types | flop | - |
| Comb pwr share | 20.1 | % |
| Remaining antenna violation count after routing | 0 | - |
| Peak Freq | 717 | MHz |
| Num rows | 21 | - |
| Sum of net half-perimeters after detailed placement | 788 | µm |
[power by group through the flow]
stage                 sequential, µW  clock [µW]  combinational, µW
after global routing             281         222                127
after CTS                        278         201                121
final                            278         187                117
[layer usage]
layer	up-vias	global-route usage [%]	wire length [µm]
met4	0	0.352	9
met3	2	2.39	121
met5	-	0	0
li1	109	-	-
met1	112	3.87	417
met2	15	4.82	425
[registers in the layout (all words and copies together) (netlist names)]
| name | count |
|---|---|
| rx_data_l | 8 |
| tx_wten | 1 |
[final cells by class]
cell class / count / area, µm² / area share (%)
clock buffers: 4 / 26.3 / 4.13
multi-input cells: 8 / 120 / 18.9
flip-flops and latches: 9 / 225 / 35.4
well taps: 46 / 57.6 / 9.06
repair buffers: 21 / 206 / 32.5
[cells by family after synthesis]
group	count (synthesis)	synth area share [%]
buffers and inverters	2	5.16
DFF	9	61.9
muxes	8	33.0
[layout by cell type, fill, tap and decap left out, drive strengths merged]
cell | synthesis | routed
clkdlybuf4s50 | 0 | 19
dfrtp | 9 | 9
mux2 | 8 | 8
clkbuf | 0 | 4
dlygate4sd2 | 0 | 1
buf | 2 | 1
[repair_timing]
item                                    CTS  global route
endpoints found under the setup margin    1             0
setup buffers                             0             0
hold buffers                              0             0
gates resized                             1             0
[through the flow]
stage | utilization, % | instance area (µm²) | power (µW)
6_report | 18.6 | 636 | 583
5_1_grt | 18.6 | 636 | 631
4_1_cts | 18.6 | 636 | 600
3_5_place_dp | 17.9 | 611 | 404
3_3_place_gp | 17.9 | 611 | 403
2_1_floorplan | - | 364 | 318
[final timing paths]
path	from	end	slack, ns
min reg2reg	rx_data_l[6]	rx_data_l[6]	0.51
min	rst_n	rx_data_l[2]	0.35
max reg2reg	rx_data_l[0]	rx_data_l[0]	0.73
min in group clk0	rx_data_l[6]	rx_data_l[6]	0.51
max	rx_data_l[0]	tx_wdata[0]	0.11
max in group asynchronous	rst_n	rx_data_l[7]	0.85
Power figures rest on the tool's default switching activity, not on a simulated workload.
