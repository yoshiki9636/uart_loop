### ./run.sh
#!/bin/bash
# OpenROAD 26Q1-2900-gdf79404cd8, Yosys 0.63+post, stock flow scripts
make -C /OpenROAD-flow-scripts/flow DESIGN_CONFIG=/design/flow/config.mk WORK_HOME=/design/flow/orfs finish
### ./config.mk
export PLATFORM = sky130hd
export DESIGN_NAME = uart_if
export DESIGN_NICKNAME = uart_if
export VERILOG_FILES = /design/flow/design.v
export SDC_FILE = /design/flow/constraint.sdc
export NUM_CORES = 4
export LEC_CHECK = 1
export CORE_UTILIZATION = 30
### ./constraint.sdc
current_design uart_if

set clk_period 6.7
set clk_io_pct 0.2

create_clock -name clk0 -period $clk_period [get_ports {clk}]

set non_clock_inputs [all_inputs -no_clocks]
set_input_delay [expr $clk_period * $clk_io_pct] -clock clk0 $non_clock_inputs
set_output_delay [expr $clk_period * $clk_io_pct] -clock clk0 [all_outputs]
### ./design.v
module uart_1r1w(
	input clk,
	input [2:0] ram_radr,
	output [7:0] ram_rdata,
	input [2:0] ram_wadr,
	input [7:0] ram_wdata,
	input ram_wen
	);
reg[7:0] ram[0:7];
reg[2:0] radr;
always @ (posedge clk) begin
	if (ram_wen)
		ram[ram_wadr] <= ram_wdata;
	radr <= ram_radr;
end
assign ram_rdata = ram[radr];
endmodule
module uart_if(
	input clk,
	input rst_n,
	input rx,
	output tx,
	input rx_rden,
	output [7:0] rx_rdata,
	output rx_fifo_full,
	output rx_fifo_dvalid,
	output rx_fifo_overrun,
	output rx_fifo_underrun,
	input [7:0] tx_wdata,
	input tx_wten,
	output tx_fifo_full,
	output tx_fifo_overrun,
	output tx_fifo_underrun
	);
reg rx1;
reg rx2;
reg s0;
reg s1;
reg s2;
reg s3;
reg s4;
always @ (posedge clk or negedge rst_n) begin
	if (~rst_n) begin
		rx1 <= 1'b1;
		rx2 <= 1'b1;
		s0 <= 1'b1;
		s1 <= 1'b1;
		s2 <= 1'b1;
		s3 <= 1'b1;
		s4 <= 1'b1;
	end
	else begin
		rx1 <= rx;
		rx2 <= rx1;
		s0 <= rx2;
		s1 <= s0;
		s2 <= s1;
		s3 <= s2;
		s4 <= s3;
	end
end
wire edge_rx = ~rx2 & s0;
wire sample_trg;
reg [3:0] rx_state;
wire [3:0] bit_cnt = {2'd0, s0} +  {2'd0, s1} +  {2'd0, s2} +  {2'd0, s3} +  {2'd0, s4}; 
wire bit_data = (bit_cnt >= 3'd3);
wire start_ok = ~bit_data & sample_trg & (rx_state == 4'd1);
wire start_ng =  bit_data & sample_trg & (rx_state == 4'd1);
wire end_ok   =  bit_data & sample_trg & (rx_state == 4'd10);
wire end_ng   = ~bit_data & sample_trg & (rx_state == 4'd10);
wire get_bit =  sample_trg & (rx_state != 4'd10) & sample_trg & (rx_state != 4'd10);
wire start_trg = edge_rx & (rx_state == 4'd0);
reg [12:0] sample_cntr;
always @ (posedge clk or negedge rst_n) begin
	if (~rst_n)
		sample_cntr <= 13'd0;
	else if (start_trg)
		sample_cntr <= 2500;
	else if (start_ok | get_bit)
		sample_cntr <= 5000;
	else if (sample_cntr == 13'd0)
		sample_cntr <= 13'd0;
	else
		sample_cntr <= sample_cntr - 13'd1;
end
assign sample_trg = (sample_cntr == 13'd1);
function [3:0] rx_state_machine;
input [3:0] rx_state;
input edge_rx;
input start_ok;
input start_ng;
input get_bit;
input end_ok;
input end_ng;
begin
	case(rx_state)
		4'd0: if (edge_rx) rx_state_machine = 4'd1;
				  else rx_state_machine = 4'd0;
		4'd1: if (start_ok)  rx_state_machine = 4'd2;
		          else if (start_ng) rx_state_machine = 4'd0;
				  else rx_state_machine = 4'd1;
		4'd2: if (get_bit) rx_state_machine = 4'd3;
				  else  rx_state_machine = 4'd2;
		4'd3: if (get_bit) rx_state_machine = 4'd4;
				  else  rx_state_machine = 4'd3;
		4'd4: if (get_bit) rx_state_machine = 4'd5;
				  else  rx_state_machine = 4'd4;
		4'd5: if (get_bit) rx_state_machine = 4'd6;
				  else  rx_state_machine = 4'd5;
		4'd6: if (get_bit) rx_state_machine = 4'd7;
				  else  rx_state_machine = 4'd6;
		4'd7: if (get_bit) rx_state_machine = 4'd8;
				  else  rx_state_machine = 4'd7;
		4'd8: if (get_bit) rx_state_machine = 4'd9;
				  else  rx_state_machine = 4'd8;
		4'd9: if (get_bit) rx_state_machine = 4'd10;
				  else  rx_state_machine = 4'd9;
		4'd10: if (end_ok)  rx_state_machine = 4'd0;
		          else if (end_ng) rx_state_machine = 4'd0;
				  else rx_state_machine = 4'd10;
		default : rx_state_machine = 4'd0;
	endcase
end
endfunction
wire [3:0] next_rx_state = rx_state_machine( rx_state,
											 edge_rx,
											 start_ok,
											 start_ng,
											 get_bit,
											 end_ok,
											 end_ng);
always @ (posedge clk or negedge rst_n) begin
	if (~rst_n)
		rx_state <= 4'd0;
	else
		rx_state <= next_rx_state;
end
reg [7:0] byte_data;
always @ (posedge clk or negedge rst_n) begin
	if (~rst_n)
		byte_data <= 8'd0;
	else if (start_ok)
		byte_data <= 8'd0;
	else if (get_bit)
		byte_data <= { byte_data[6:0], bit_data } ;
end
reg [2:0] rx_fifo_wcntr;
reg [2:0] rx_fifo_rcntr;
reg [3:0] rx_fifo_dcntr;
always @ (posedge clk or negedge rst_n) begin
	if (~rst_n)
		rx_fifo_wcntr <= 3'd0;
	else if (end_ok)
		rx_fifo_wcntr <= rx_fifo_wcntr + 3'd1;
end
always @ (posedge clk or negedge rst_n) begin
	if (~rst_n)
		rx_fifo_rcntr <= 3'd0;
	else if (rx_rden)
		rx_fifo_rcntr <= rx_fifo_rcntr + 3'd1;
end
always @ (posedge clk or negedge rst_n) begin
	if (~rst_n)
		rx_fifo_dcntr <= 4'd0;
	else if (end_ok & rx_rden)
		rx_fifo_dcntr <= rx_fifo_dcntr;		
	else if (end_ok)
		rx_fifo_dcntr <= rx_fifo_dcntr + 4'd1;
	else if (rx_rden)
		rx_fifo_dcntr <= rx_fifo_dcntr - 4'd1;
end
assign rx_fifo_full = (rx_fifo_dcntr == 4'd8);
assign rx_fifo_dvalid = ~(rx_fifo_dcntr == 4'd0);
assign rx_fifo_overrun = rx_fifo_full & end_ok;
assign rx_fifo_underrun = ~rx_fifo_dvalid & rx_rden;
uart_1r1w rx_fifo (
	.clk(clk),
	.ram_radr(rx_fifo_rcntr),
	.ram_rdata(rx_rdata),
	.ram_wadr(rx_fifo_wcntr),
	.ram_wdata(byte_data),
	.ram_wen(end_ok)
	);
reg [2:0] tx_fifo_wcntr;
reg [2:0] tx_fifo_rcntr;
reg [3:0] tx_fifo_dcntr;
wire tx_rden;
always @ (posedge clk or negedge rst_n) begin
	if (~rst_n)
		tx_fifo_wcntr <= 3'd0;
	else if (tx_wten)
		tx_fifo_wcntr <= tx_fifo_wcntr + 3'd1;
end
always @ (posedge clk or negedge rst_n) begin
	if (~rst_n)
		tx_fifo_rcntr <= 3'd0;
	else if (tx_rden)
		tx_fifo_rcntr <= tx_fifo_rcntr + 3'd1;
end
always @ (posedge clk or negedge rst_n) begin
	if (~rst_n)
		tx_fifo_dcntr <= 4'd0;
	else if (tx_wten & tx_rden)
		tx_fifo_dcntr <= tx_fifo_dcntr;		
	else if (tx_wten)
		tx_fifo_dcntr <= tx_fifo_dcntr + 4'd1;
	else if (tx_rden)
		tx_fifo_dcntr <= tx_fifo_dcntr - 4'd1;
end
assign tx_fifo_full = (tx_fifo_dcntr == 4'd8);
wire   tx_fifo_dvalid = ~(tx_fifo_dcntr == 4'd0);
assign tx_fifo_overrun = tx_fifo_full & tx_wten;
assign tx_fifo_underrun = ~tx_fifo_dvalid & tx_rden;
wire [7:0] tx_rdata;
 uart_1r1w tx_fifo(
	.clk(clk),
	.ram_radr(tx_fifo_rcntr),
	.ram_rdata(tx_rdata),
	.ram_wadr(tx_fifo_wcntr),
	.ram_wdata(tx_wdata),
	.ram_wen(tx_wten)
	);
reg [3:0] tx_out_cntr;
wire tx_cycle_end;
reg tx_state;
wire tx_cntr_start = tx_fifo_dvalid & (tx_state == 1'b0);
always @ (posedge clk or negedge rst_n) begin
	if (~rst_n)
		tx_out_cntr <= 4'd0;
	else if (tx_cntr_start)
		tx_out_cntr <= 4'd10;
	else if (tx_out_cntr == 4'd0)
		tx_out_cntr <= 4'd0;
	else if (tx_cycle_end)
		tx_out_cntr <= tx_out_cntr - 4'd1;
end
reg [12:0] tx_cycle_cntr;
wire tx_cntr_next;
wire tx_start_cycle = tx_cntr_start | tx_cntr_next;
always @ (posedge clk or negedge rst_n) begin
	if (~rst_n)
		tx_cycle_cntr <= 13'd0;
	else if (tx_start_cycle)
		tx_cycle_cntr <= 5000;
	else if (tx_cycle_cntr == 13'd0)
		tx_cycle_cntr <= 13'd0;
	else
		tx_cycle_cntr <= tx_cycle_cntr - 13'd1;
end
assign tx_cycle_end = (tx_cycle_cntr == 13'd1);
assign tx_cntr_next = tx_cycle_end & (tx_out_cntr != 4'd0);
wire tx_cntr_finish = tx_cycle_end & (tx_out_cntr == 4'd0);
assign tx_rden = tx_cntr_finish;
function tx_state_machine;
input tx_state;
input tx_fifo_dvalid;
input tx_cntr_finish;
begin
	case(tx_state)
		1'b0: if (tx_fifo_dvalid) tx_state_machine = 1'b1;
				  else tx_state_machine = 1'b0;
		1'b1: if (tx_cntr_finish) tx_state_machine = 1'b0;
				  else tx_state_machine = 1'b1;
		default : tx_state_machine = 1'b0;
	endcase
end
endfunction
wire next_tx_state = tx_state_machine( tx_state, tx_fifo_dvalid, tx_cntr_finish);
always @ (posedge clk or negedge rst_n) begin
	if (~rst_n)
		tx_state <= 1'b0;
	else
		tx_state <= next_tx_state;
end
reg [9:0] tx_out_data;
always @ (posedge clk or negedge rst_n) begin
	if (~rst_n)
		tx_out_data <= 9'd1;
	else if (tx_cntr_start)
		tx_out_data <= { 1'b0, tx_rdata, 1'b1 };
	else if (tx_cntr_next)
		tx_out_data <= { tx_out_data[8:0], 1'b1 };
end
assign tx = tx_out_data[9] | (tx_state == 1'b0);
endmodule
==> changes_impl.md <==
## Flow update

* Vias in the first global route at 4871
* Finish-stage setup viols at 0
* Hold_buf cts at 0
* Die area at 30940 um2
* Avg Cell Area, Syn at 14.95 um2
* Root buffer cell: clkbuf_16
* Fmax at approximately 0.22 GHz
* DR DRC count at 0
* Fa+ha+maj area frac at 2.813%
* Postcts setup bufs at 0
* Max cap viols at 0
* Tool warning count at 28
* Critical path class: reg2out
* Clk_skew at 0.008385 ns
* Post-CTS sizing at 0
* Clock latency (worst-skew pair) at just under 0.5 ns
* CP peak stage delay at 0.56 ns
* Worst min path class: reg2reg
* Final Max Slew Viols at 0
* # fillers at ~2800
* Port buffer count at 28
* Xor and xnor fraction of the mapped netlist area at 3.282%
* Top Family by Delay on Critical Path: adder cells
* Synth Warn # at 2
* Row cnt at about 63
* Unrepaired setup endpoints after global routing: false
* Layout cells sized above 1 at a little under a fifth
* Distinct lib cells at 50
* Largest net degree at the start of global routing at 59
* Mapped Cells at 607
* Final period util at 67.36%
* Chip width at roughly 180 um
* Final instance area at ~11000 um2
* Worst Path Arrival at approximately 3.2 ns
* Clock slew at reported path FFs at approximately 0.060 ns
* Crit path max fanout at 7
* Final hold vios at 0
* Seq share, synth at between 60% and 70%
* 1st-iter DRT viols at 163
* CTS buffer count at 22
* Area Growth Syn to Fin at 17.60%
* Number of enable flip-flop cells at 128
* LEAKAGE at around 3.8 nW
* Grt ovf at 0
* Cell taking the most area after synthesis: edfxtp_1
* Comb area leader: multiplexers
* Post-synth mux share at between 10 and 15%
* Top-level port count at 29
* GPL Wtd Cong at 0.7789
* Starting Density at 30.53%
* Antenna violations before repair at 0
* Vias at 4915
* Placed cell area at a little under 10000 um2
* Dpl ws at 2.670 ns
* 1st-pass router iterations at 4
* Post-Route WL at 15430 um
* Post-DP HPWL at 9847 um
* CP Data Required Time at 5.36 ns
* Cell area after synthesis at about 9100 um2
* DR WL/cell at between 10 and 15 um
* CTS tree: done
* Worst Setup End Kind: primary output
* Largest type area fraction at between 40 and 50%
* Synth async-reset ratio at 39.09%
* Critical-path top delay cell: dfstp_2
* Compound-Gate Fraction of Synth Area at 2.827%
* Max transition margin at 47.48%
* Clk buf depth at 3
* Die Y at 175.9 um
* Clock sink count at 220
* Yosys cell count at a little over 600
* Total Power at around 0.0034 W
* Worst slew pin tran at between 0.7 and 0.8 ns
* Final min period at 4.513 ns
* Remaining antenna violation count at 0
* Fin Setup TNS at 0 ns
* Yosys Chip Area at 9072 um2
* Critical path buffer and inverter count at 3
* Max VDD drop at 0.2911 mV
* Cell area leaders: edfxtp_1, dfrtp_1, mux4_2
* Antenna Cells at 0
* Critical Path, Cell by Cell: fa_1, inv_1, fa_1, inv_1, a21o_1, and3_1, and2_1, clkdlybuf4s50_1
* Setup ws final at 2.187 ns
* Total GRT Usage at a little over a tenth
* Core area at 29720 um2
* Most common reg cell: edfxtp_1
* Synth Register Bits at 220
* H-tree levels at 1
* Outcome: finished clean
* First-pass GRT wire length at between 20000 and 30000 um
* Via/cell ratio at 4.611
* Yosys simple share at 10.74%
* Pwr/cell area at 319.4 nW/um2
* Startpoint types: flip-flop
* Hold Slack at 0.3562 ns
==> per-layer routing <==
metal / GRT usage (%) / part of all wire, % / up-vias / routed length (um)
met5: 0 / 0 / - / 0
met3: 4.018 / 6.6 / 25 / 1025
met1: 15.83 / 46 / 2413 / 7023
met4: 2.138 / 2.2 / 0 / 338
met2: 16.34 / 46 / 119 / 7037
li1: - / - / 2358 / -
==> worst reg2reg max path, cell delays in order (launching register included) <==
cell and delay, ns:
dfstp_2 0.56, fa_1 0.39, inv_1 0.09, fa_1 0.41, inv_1 0.06, a21o_1 0.15
and3_1 0.37, inv_2 0.19, ha_1 0.32, a21o_1 0.10, a21oi_1 0.07, or2_2 0.27
mux2i_1 0.17, xor2_1 0.18
==> through the flow <==
stage                     instances  util, %
after floorplan                 607        -
after global placement         1026    33.39
after detailed placement       1026    33.39
after CTS                      1066    35.90
after global routing           1066    35.90
final                          1066    35.90
==> cell type report <==
type	count	area (um2)	area share, %
Clock buffer	33	678.2	6.356
Sequential cell	220	6126	57.42
Multi-Input combinational cell	350	2803	26.27
Clock inverter	7	67.56	0.6333
Inverter	15	56.30	0.5277
Tap cell	390	488.0	4.574
Timing Repair Buffer	51	450.4	4.222
==> cells in the final DEF (no fill, tap or decap), types with 9 or more instances in the layout <==
master	count
edfxtp_1	128
nor2_1	32
xnor2_1	23
dfrtp_1	78
mux4_2	32
clkdlybuf4s50_1	27
mux2_2	17
o21ai_0	11
clkbuf_16	24
nand2_1	58
nand3_1	31
ha_1	14
mux2i_1	10
a21oi_1	18
inv_1	14
xor2_1	11
nand2b_1	9
nor3_1	22
buf_4	24
==> synthesized netlist by cell type (8+ instances only) <==
cell type,count
a21oi_1,18
clkbuf_1,13
dfrtp_1,78
dfstp_2,8
edfxtp_1,128
ha_1,14
inv_1,14
mux2_2,17
mux2i_1,10
mux4_2,32
nand2_1,58
nand2b_1,9
nand3_1,31
nor2_1,32
nor3_1,22
nor4_1,8
o21ai_0,11
xnor2_1,23
xor2_1,11
==> cells by family (layout without fill, tap and decap cells) <==
kind of cell               after synthesis  after routing
muxes                                   59             59
AOI/OAI and AO/OA                       44             44
buffers and inverters                   37            106
DFF                                    220            220
xor gates and xnor gates                34             34
and+or+nand+nor                        195            195
adders and majority gates               18             18
==> state kept, by name, indices dropped and copies added (netlist names), 8 cells and up, named ones only <==
signal,flops
rx_fifo.ram,64
byte_data,8
tx_fifo.ram,64
tx_cycle_cntr,13
sample_cntr,13
tx_out_data,9
==> power breakdown <==
part	internal (W)	switching [W]
registers	0.00159	0.000116
logic	0.000235	0.000229
clock network	0.000741	0.000493
total	0.00257	0.000838
==> worst paths after layout <==
kind	start	endpoint	slack [ns]	cells past startpoint
max in group asynchronous	rst_n	byte_data[3]$_DFFE_PN0P_	4.84	2
min	rx1$_DFF_PN1_	rx2$_DFF_PN1_	0.36	0
min in group asynchronous	rst_n	tx_out_data[1]$_DFFE_PN0N_	0.78	1
max reg2reg	s0$_DFF_PN1_	rx_fifo_dcntr[3]$_DFFE_PN0P_	3.29	13
max	s0$_DFF_PN1_	rx_fifo_overrun	2.19	8
min reg2reg	rx1$_DFF_PN1_	rx2$_DFF_PN1_	0.36	0
No activity file was given, so power comes from the tool's default toggle rates.
